==> flow/design.v <==
`timescale 1ns/10ps
module instr_fetch(
	clk,
	reset,
	data_input,
	fsm_if_en,
	fsm_if_pc_modify,
	address_bus_if,
	if_of_pc,
	of_if_pc,
	if_fsm_num_bytes,
	if_fsm_instr_finish,
	instruction
);
input clk;
input reset;
input [7:0] data_input;
input fsm_if_en;
input fsm_if_pc_modify;
output reg [15:0] address_bus_if;
input [15:0] of_if_pc;
output reg [15:0] if_of_pc;
output reg if_fsm_instr_finish;
output reg [2:0] if_fsm_num_bytes;
output reg [31:0] instruction;
reg clock_counter;
always @(posedge clk or negedge reset) begin
	if (!reset) begin
		clock_counter <= 1'b0;
	end
	else if(fsm_if_en) begin
		clock_counter <= ~clock_counter;
	end
end
reg [15:0] pc;
reg [15:0] pc_plus;
always @(posedge clk or negedge reset) begin
	if (!reset) begin
		pc_plus <= 16'h0000;
	end
	else if ((clock_counter == 1'b1) && (fsm_if_en == 1'b1)) begin
		pc_plus <= pc + 16'h0001;
	end 
	else if(fsm_if_pc_modify) begin
		pc_plus <= of_if_pc;
	end
end
always @* begin
	case(fsm_if_pc_modify)
		1'b1: pc = of_if_pc;
		1'b0: pc = pc_plus;
	endcase
end
always @(posedge clk or negedge reset) begin
	if (!reset) begin
		if_of_pc <= 16'h0000;
	end
	else begin
		if_of_pc <= pc;
	end
end
always @(pc) begin
	address_bus_if = pc;
end
reg [2:0] fetch_stage;
parameter FETCH_INST                   = 3'b000;
parameter TWO_BYTE_INST                = 3'b001;
parameter THRER_BYTE_INST_TEMP         = 3'b010;
parameter THRER_BYTE_INST              = 3'b011;
parameter FOUR_BYTE_INST_1             = 3'b100;
parameter FOUR_BYTE_INST_2             = 3'b101;
parameter TWO_BYTE_INST_OR_MORE        = 3'b110;
always @(posedge clk or negedge reset) begin
	if (!reset) begin
		fetch_stage <= FETCH_INST;
		if_fsm_instr_finish <= 1'b0;
		if_fsm_num_bytes <= 3'b0;
		instruction <= 32'h00000000;
	end
	else if(clock_counter  == 1'b1) begin
		case(fetch_stage)
			FETCH_INST:begin
				if_fsm_num_bytes <= 3'd1;
				instruction[7:0] <= data_input;
				instruction[31:8] <= 24'h000000;
				case(data_input)
					8'h3e, 8'h06, 8'h0e, 8'h16, 8'h1e, 8'h26, 8'h2e, 8'h36,
					8'hc6, 8'hce, 8'hd6, 8'hde, 8'he6, 8'hee, 8'hf6, 8'hfe,
					8'hcb, 8'h18, 8'h20, 8'h28, 8'h30, 8'h38, 8'h10, 8'hd3,
					8'hdb: begin  
						fetch_stage <= TWO_BYTE_INST;
						if_fsm_instr_finish <= 1'b0;
					end
					8'hdd, 8'hfd, 8'hed:begin                       
						fetch_stage <= TWO_BYTE_INST_OR_MORE;
						if_fsm_instr_finish <= 1'b0;
					end
					8'h32, 8'h3a, 8'h01, 8'h11, 8'h21, 8'h31, 8'h22, 8'h2a,
					8'hc3, 8'hc2, 8'hca, 8'hd2, 8'hda, 8'he2, 8'hea, 8'hf2, 8'hfa,
					8'hcd, 8'hc4, 8'hcc, 8'hd4, 8'hdc, 8'he4, 8'hec, 8'hf4, 8'hfc: begin         
						fetch_stage <= THRER_BYTE_INST_TEMP;
						if_fsm_instr_finish <= 1'b0;
					end
					default: begin                                                 
						if_fsm_instr_finish <= 1'b1;
						fetch_stage <= FETCH_INST;
					end
				endcase	
			end
			TWO_BYTE_INST :begin
				if_fsm_num_bytes <= 3'd2;
				instruction[15:8] <= data_input;
				if_fsm_instr_finish <= 1'b1;
				fetch_stage <= FETCH_INST;
			end		
			TWO_BYTE_INST_OR_MORE:begin
				if_fsm_num_bytes <= 3'd2;
				instruction[15:8] <= data_input;
				case(data_input)
					8'h57, 8'h5f, 8'h47, 8'h4f, 8'he1, 8'he5, 8'hf9, 8'he3,
					8'h09, 8'h19, 8'h29, 8'h39, 8'h4a, 8'h5a, 8'h6a, 8'h7a,
					8'h42, 8'h52, 8'h62, 8'h23, 8'h2b, 8'h44,   
					8'h6f, 8'h67, 8'he9, 8'h4d, 8'h45,
					8'h40, 8'h48, 8'h50, 8'h58, 8'h60, 8'h68, 8'h78, 8'ha2, 8'hb2, 8'haa, 8'hba,  
					8'h41, 8'h49, 8'h51, 8'h59, 8'h61, 8'h69, 8'h79, 8'ha3, 8'hb3, 8'hab, 8'hbb,  
					8'ha0, 8'hb0, 8'ha8, 8'hb8,                                                   
					8'ha1, 8'hb1, 8'ha9, 8'hb9:begin    
						if_fsm_instr_finish <= 1'b1;
						fetch_stage <= FETCH_INST;
					end
					8'h7e, 8'h4e, 8'h66, 8'h6e,             
					8'h77, 8'h70, 8'h71, 8'h73, 8'h74, 8'h75,   
					8'h86, 8'h8e, 8'h96, 8'h9e, 8'ha6, 8'hae,
					8'hb6, 8'hbe, 8'h34, 8'h35:begin  
						if_fsm_instr_finish <= 1'b0;
						fetch_stage <= THRER_BYTE_INST;
					end
					8'h72, 8'h46, 8'h56, 8'h5e:begin
						if(instruction[7:0] == 8'hed)begin     
							if_fsm_instr_finish <= 1'b1;
							fetch_stage <= FETCH_INST;							
						end
						else begin                             
							if_fsm_instr_finish <= 1'b0;       
							fetch_stage <= THRER_BYTE_INST;							
						end
					end
					default:begin
						if_fsm_instr_finish <= 1'b0;
						fetch_stage <= FOUR_BYTE_INST_1;	               
					end
				endcase		
			end	
			THRER_BYTE_INST_TEMP:begin
				if_fsm_num_bytes <= 3'd2;
				instruction[15:8] <= data_input;
				if_fsm_instr_finish <= 1'b0;
				fetch_stage <= THRER_BYTE_INST;
			end
			THRER_BYTE_INST:begin
				if_fsm_num_bytes <= 3'd3;
				instruction[23:16] <= data_input;
				if_fsm_instr_finish <= 1'b1;
				fetch_stage <= FETCH_INST;
			end
			FOUR_BYTE_INST_1:begin
				if_fsm_num_bytes <= 3'd3;
				instruction[23:16] <= data_input;
				if_fsm_instr_finish <= 1'b0;
				fetch_stage <= FOUR_BYTE_INST_2;
			end
			FOUR_BYTE_INST_2:begin
				if_fsm_num_bytes <= 3'd4;
				instruction[31:24] <= data_input;
				if_fsm_instr_finish <= 1'b1;
				fetch_stage <= FETCH_INST;
			end
			default:begin
				if_fsm_num_bytes <= 3'd0;
				instruction <= 32'h00000000;
				if_fsm_instr_finish <= 1'b0;
				fetch_stage <= FETCH_INST;				
			end
		endcase			
	end
	else if(fsm_if_en == 1'b0) begin
		if_fsm_instr_finish <= 1'b0;  
		fetch_stage <= FETCH_INST;
	end
end
endmodule
==> flow/run.sh <==
#!/bin/bash
# OpenROAD 26Q1-2900-gdf79404cd8, Yosys 0.63+post, stock flow scripts
make -C /OpenROAD-flow-scripts/flow DESIGN_CONFIG=/design/flow/config.mk WORK_HOME=/design/flow/orfs finish
==> flow/config.mk <==
export PLATFORM = sky130hd
export DESIGN_NAME = instr_fetch
export DESIGN_NICKNAME = instr_fetch
export VERILOG_FILES = /design/flow/design.v
export SDC_FILE = /design/flow/constraint.sdc
export NUM_CORES = 4
export LEC_CHECK = 1
export CORE_UTILIZATION = 30
==> flow/constraint.sdc <==
current_design instr_fetch

set clk_period 2.8
set clk_io_pct 0.2

create_clock -name clk0 -period $clk_period [get_ports {clk}]

set non_clock_inputs [all_inputs -no_clocks]
set_input_delay [expr $clk_period * $clk_io_pct] -clock clk0 $non_clock_inputs
set_output_delay [expr $clk_period * $clk_io_pct] -clock clk0 [all_outputs]
==> notes.md <==
impl run done, here's what came out: CTS sink count=72, # IOs=96, count of input and output buffers=around 95, Routed WL=11.5 mm, final setup violation count=0, Worst Path Max Fanout=15, DR WL/cell=15.6 um, startpoint types=input port, unrepaired setup endpoints after global routing=no, final cell count without fillers=733, Final Hold Vio Count=0, Power Internal=about 3 mW, H-tree level count=3, Filler cells=1257, Final Critical Period=2.68 ns, Post-DRT Antenna Nets=0, CTS buffer count=9, total global-route track usage=0.164, Req. time, crit path=2.24 ns, crit path DAT=2.12 ns, HP Class=input port to async pin, Top delay family on crit path=buffers and inverters, sequential area share after synthesis=0.435, cts-stage hold buffer count=0, slowest CP cell=clkdlybuf4s50_1, Die Span Y=120 um, Post-synth EDFFs=0, skew final=0.00464 ns, crit share post-route=0.958, max-slew violations=0, crit-path cells=clkdlybuf4s50_1, buf_4, mux2_2, clkdlybuf4s50_1, die area=14300 sq um, Worst-path clk slew=0.05 ns, WP buf/inv=3, FP Util=0.310, global placement routability congestion=0.957, vias in the first global route=3520, first-pass GRT wire length=between 15 and 20 mm, crit path capture type=output port, Power Density=777 nW/um^2, residual DRC count=0, worst vdd ir=0.000335 V, async set-reset flop share out of synthesis=1.00, Dominant flop cell=dfrtp_1, Critical Setup Path Class=input port to output port, Setup TNS=0 ns, initial antenna violation count=0, clock root buffer=clkbuf_16, synth unique cells=63, Rows=42, Die W=approximately 120 um, Avg Cell Area, Syn=9.15 sq um, CTS tree=done, post-placement cell count=717, layout cell share with drive strength beyond 1=0.122, Syn Inst Count=approximately 450, max incr delay on CP=around 0.48 ns, Resized cells post-CTS=0, clock share of power=0.306, combinational share of power=0.342, tool warnings=28, P&R area growth vs syn=36.8%, fraction of power consumed by sequential logic=0.352, core box area=13300 sq um, switching pwr=1.41 mW, via count=~3800, Yosys Chip Area=4140 sq um, Synth Register Bits=approximately 70, most used cell, CP=clkdlybuf4s50_1, post-DP HPWL=8.05 mm, # Post-CTS Setup Buffers=0, TritonRoute pass-1 iters=5, Worst Tran Pin Value=0.754 ns, total congestion overflow=0, Max Cap Viol=0, n_diodes=0, leakage power=2.35 nW, YS warnings=1, fmax=approximately 0.37 GHz, sw frac=0.321, Late-Pin Clk Latency=0.33 ns, number of cells in Yosys stat=between 400 and 500, status=finished clean, Iter 0 DRT Violations=roughly 450, largest net degree at the start of global routing=about 45, CTS max path bufs=2, relative slew slack=0.497, via/cell ratio=~5.1, Syn Std Cell Area=4140 sq um
## synthesized netlist by cell type, types with 3 or more instances
cell,count,area share
dfrtp_1,72,0.43
nand2_1,60,0.054
nor2_1,31,0.028
a21oi_1,30,0.036
o21ai_0,24,0.029
inv_1,21,0.019
o22ai_1,17,0.026
clkbuf_1,13,0.012
nand3_1,13,0.016
xnor2_1,12,0.025
nor2b_1,11,0.017
a32oi_1,10,0.021
buf_2,10,0.012
a221o_1,8,0.019
mux2_2,8,0.022
mux2i_1,8,0.019
o221ai_1,8,0.017
buf_4,6,0.011
nand2b_1,6,0.0091
o21ai_1,6,0.0072
buf_6,5,0.014
ha_1,5,0.015
nor3_1,5,0.0060
nand4b_1,4,0.0085
a211o_1,3,0.0063
a32o_1,3,0.0072
and2b_1,3,0.0054
nand3b_1,3,0.0054
nor2_2,3,0.0045
## path summary, 6_finish.rpt
kind | endpoint | start | slack (ns) | cells after the start
worst min-delay path | if_of_pc[13] | reset | 0.25 | 2
worst min register to register | if_fsm_num_bytes[1] | if_fsm_num_bytes[1] | 0.47 | 1
worst max register to register | instruction[10] | fetch_stage[2] | 0.90 | 7
worst max-delay path | address_bus_if[0] | fsm_if_pc_modify | 0.12 | 4
min in group clk0 | if_fsm_num_bytes[1] | if_fsm_num_bytes[1] | 0.47 | 1
max in group asynchronous | instruction[5] | reset | 2.09 | 2
## cell type report
| cell class | count | area (sq um) | area share |
|---|---|---|---|
| inverters | 23 | 86.3 | 0.0152 |
| flip-flops and latches | 72 | 1800 | 0.318 |
| repair buffers | 122 | 1150 | 0.203 |
| multi-input cells | 324 | 2050 | 0.363 |
| clock buffers | 11 | 253 | 0.0446 |
| well taps | 176 | 220 | 0.0389 |
| clock inverters | 5 | 103 | 0.0181 |
## sequential cells by signal, summed over array words and instances, names as in the netlist
signal / cells
clock_counter: 1
fetch_stage: 3
if_fsm_instr_finish: 1
if_fsm_num_bytes: 3
if_of_pc: 16
instruction: 32
pc_plus: 16
## per-stage QoR
step / util / hold slack, ns / cell area (sq um) / setup slack, ns / power [mW]
global placement: 0.398 / 0.464 / 5310 / 0.120 / 3.03
detailed placement: 0.398 / 0.467 / 5310 / 0.113 / 3.06
finish: 0.425 / 0.246 / 5670 / 0.118 / 4.41
global route: 0.425 / 0.270 / 5670 / 0.0288 / 4.68
floorplan: - / 0.264 / 4140 / 0.727 / 2.31
CTS: 0.425 / 0.250 / 5670 / 0.115 / 4.43
## cells in the final DEF, fill, tap and decap left out, types with 3 or more instances in the layout
| cell | Yosys | routed |
|---|---|---|
| a211o_1 | 3 | 3 |
| o221ai_1 | 8 | 8 |
| a32o_1 | 3 | 3 |
| nand3_1 | 13 | 13 |
| xnor2_1 | 12 | 12 |
| nand3b_1 | 3 | 3 |
| a21oi_1 | 30 | 30 |
| nor3_1 | 5 | 5 |
| nand4b_1 | 4 | 4 |
| nand2b_1 | 6 | 6 |
| clkbuf_16 | 0 | 9 |
| o21ai_0 | 24 | 24 |
| o22ai_1 | 17 | 17 |
| nor2_2 | 3 | 3 |
| bufinv_16 | 0 | 3 |
| nand2_1 | 60 | 60 |
| o21ai_1 | 6 | 6 |
| nor2_1 | 31 | 31 |
| a221o_1 | 8 | 8 |
| buf_4 | 6 | 27 |
| mux2i_1 | 8 | 8 |
| a32oi_1 | 10 | 10 |
| inv_1 | 21 | 21 |
| nor2b_1 | 11 | 11 |
| and2b_1 | 3 | 3 |
| clkdlybuf4s50_1 | 0 | 94 |
| ha_1 | 5 | 5 |
| mux2_2 | 8 | 8 |
| dfrtp_1 | 72 | 72 |
## cells by family (layout without fill, tap and decap cells)
group	count (synthesis)	after routing	synth area share
DFF	72	72	0.435
adders and majority gates	5	5	0.0151
muxes	18	18	0.0483
buffers and inverters	57	161	0.0692
xor gates and xnor gates	14	14	0.0296
AOI/OAI and AO/OA	131	131	0.217
and+or+nand+nor	156	156	0.186
## power by group through the flow
stage     logic (mW)  registers, mW  clock network, mW
4_1_cts         1.51           1.55               1.37
5_1_grt         1.66           1.60               1.42
6_report        1.51           1.55               1.35
## per-layer routing
layer  share of wire  GRT usage
met1            0.48      0.260
met4           0.013     0.0219
met3           0.065     0.0306
met2            0.45      0.245
met5               0          0
Power and IR drop assume default switching activity.
